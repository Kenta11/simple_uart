## design.v

```verilog
module receiver_axis #(
  parameter [31:0] CLOCK_FREQUENCY = 32'd100_000_000,
  parameter [31:0] BAUD_RATE       = 32'd115200,
  parameter [31:0] WORD_WIDTH      = 32'd8
) (
  input                   clk,
  input                   rst,
  input                   din,
  output [WORD_WIDTH-1:0] dout_axis_tdata,
  input                   dout_axis_tready,
  output                  dout_axis_tvalid
);
  localparam [31:0] CLOCKS_PER_BIT = CLOCK_FREQUENCY / BAUD_RATE;
  typedef enum logic [1:0] {
    STATE_WAIT         = 2'h0,
    STATE_RECEIVE_BITS = 2'h1,
    STATE_WRITE_WORD   = 2'h2
  } state_t;
  state_t                state;
  logic [WORD_WIDTH+1:0] data;
  logic [31:0]           clock_counts;
  logic                  half_clock_counts;
  logic                  full_clock_counts;
  assign dout_axis_tdata = data[WORD_WIDTH:1];
  assign dout_axis_tvalid = (state == STATE_WRITE_WORD);
  always_ff@(posedge clk)
  if (rst)
    state <= STATE_WAIT;
  else
    case (state)
      STATE_WAIT:         state <= (~din) ? STATE_RECEIVE_BITS : state;
      STATE_RECEIVE_BITS:
        if (full_clock_counts) begin
          if (~data[0])
            state <= data[WORD_WIDTH+1] ? STATE_WRITE_WORD : STATE_WAIT;
          else
            state <= (data == {{WORD_WIDTH+2}{1'b1}}) ? STATE_WAIT : state;
        end
        else
          state <= state;
      STATE_WRITE_WORD:
        if (dout_axis_tready)
          state <= STATE_WAIT;
        else
          state <= state;
      default:            state <= state;
    endcase
  always_ff@(posedge clk)
  if (rst)
    data <= {{WORD_WIDTH+2}{1'b1}};
  else
    case (state)
      STATE_RECEIVE_BITS: data <= half_clock_counts ? {din, data[WORD_WIDTH+1:1]} : data;
      STATE_WRITE_WORD:   data <= data;
      default:            data <= {{WORD_WIDTH+2}{1'b1}};
    endcase
  always_ff@(posedge clk)
  if (rst)
    clock_counts <= 32'h0;
  else
    case (state)
      STATE_RECEIVE_BITS: clock_counts <= full_clock_counts ? 32'h0 : clock_counts + 32'h1;
      default:            clock_counts <= 32'h0;
    endcase
  assign half_clock_counts = (clock_counts == (CLOCKS_PER_BIT / 2));
  assign full_clock_counts = (clock_counts == (CLOCKS_PER_BIT - 1));
endmodule
```

## run.sh

```bash
#!/bin/bash
# OpenROAD 26Q1-2900-gdf79404cd8, Yosys 0.63+post, stock flow scripts
make -C /OpenROAD-flow-scripts/flow DESIGN_CONFIG=/design/flow/config.mk WORK_HOME=/design/flow/orfs finish
```

## config.mk

```make
export PLATFORM = sky130hd
export DESIGN_NAME = receiver_axis
export DESIGN_NICKNAME = receiver_axis
export VERILOG_FILES = /design/flow/design.v
export SDC_FILE = /design/flow/constraint.sdc
export NUM_CORES = 4
export LEC_CHECK = 1
export CORE_UTILIZATION = 30
```

## constraint.sdc

```tcl
current_design receiver_axis

set clk_period 6.5
set clk_io_pct 0.2

create_clock -name clk0 -period $clk_period [get_ports {clk}]

set non_clock_inputs [all_inputs -no_clocks]
set_input_delay [expr $clk_period * $clk_io_pct] -clock clk0 $non_clock_inputs
set_output_delay [expr $clk_period * $clk_io_pct] -clock clk0 [all_outputs]
```

==> reports/results.ini <==
[floorplan]
die_x_um=91.7
design.core.area_um2=7770
fp_util_pct=31.1
die_y_um=91.7
rows=32
die-area_um2=8400
ios=13

[clock_tree]
path_clk_slew_ns=0.09
numClockSinks=45
cts_tree=built
ctsResizeCount=0
h-tree-depth=2
clockBufferDepth=2
cts_hold_buffers=0
cts_setup_buffers=0
clkLatencyLatePin_ns=0.30
cts_root_buf=clkbuf_8
cts_made_buffers=5

[drt]
antennaDiodeCount=0
ant_nets=0
top_layer=met4
dr_total_vias=2027
wl_um=4740
drc=0
met3_length_um=151
wl_met2_um=2130
drt_iter0_drc=49
wl_per_cell_um=12.4
vias_per_cell=5.31
wl_met1_um=2410
drt-pass1-iter-count=4

[sta]
hold_violations=0
relSlewSlack_pct=41.3
slew_violations=0
timing.hold.ws_ns=0.454
fin_crit_sh_pct=47.0
timing.clock.skew_ns=0.00325
setup_viol=0
worst_pin_slew_ns=0.881
min_period_ns=3.05
setup_ws_ns=3.45
rsz0062_at_grt=no
clock.fmax_mhz=328
tns_ns=0

[layout]
lay_top_cells=dfxtp_1 (45), nor2_1 (29), a21oi_1 (19)
area_growth_pct=9.49
stdcell_count=382
nFillCells=811
logic_area_um2=1340
regArea_um2=901
lay_top_count=dfxtp_1
layout-drive-gt1-share_pct=7.14

[run]
warning_count=26
drv_cap=0

[worst_setup_path]
r2r_cells=6
start_kind=input pin
max_stage_delay_ns=0.85
cp.required_ns=6.65
cpMaxStageDelayCell=clkdlybuf4s50_1
cp.arrival_ns=3.20
cp_max_fo=26
critPathCaptureType=flip-flop
critPathKind=in2reg
path_cells=clkdlybuf4s50_1, nor2_1, nand3b_1, nor3_1, a221oi_2

[synthesis]
ys_seq_share_pct=37.3
async_reset_ff_share_pct=0
ys_types=39
yosys.area.top_type=dfxtp_1
synthCells=285
synth-edff-count=0
netlist_area_um2=2410
syn_area_per_cell_um2=8.46
ys_warn_count=1
numSynthFlops=45
ys.flop_type=dfxtp_1
ys_top_cells_by_area=dfxtp_1 (37%), a221oi_2 (5.6%), or4_1 (5.6%)
ys_cells=285
yosys-stat-area_um2=2410
top_cell_area_share_pct=37.3

[grt]
track_usage_pct=12.4
grt_overflow=0
grt_max_degree=33
grt_pass1_vias=1884
antenna_found_initial=0
grt_pass1_wl_um=8600

[placement]
io_buffers=12
gp_congestion=0.763
post-place-cells=374
hpwl_um=3060
dp_slack_ns=3.15

[power_and_ir_drop]
p_leak_uw=0.000740
irDropWorstVdd_uv=110
power_density_nw_per_um2=194

[worst_hold_path]
min_path_type=reg2reg
worstHoldPathCells=2

[status]
outcome=finished, final reports clean

[final cells by class]
class	count	share of cell area, %
clock buffers	5	2.61
clock inverters	3	1.75
inverters	7	0.995
multi-input cells	207	50.9
flip-flops and latches	45	34.1
well taps	102	4.83
repair buffers	13	4.83
[power breakdown]
| group | internal (uW) | switching (uW) | total [uW] |
|---|---|---|---|
| clock | 115 | 100 | 215 |
| sequential | 277 | 3.86 | 281 |
| combinational | 6.04 | 9.22 | 15.3 |
[metal layers]
| layer | up-vias | track usage (%) |
|---|---|---|
| li1 | 1054 | - |
| met1 | 942 | 18.2 |
| met2 | 26 | 20.1 |
| met3 | 5 | 2.03 |
| met4 | 0 | 1.32 |
| met5 | - | 0 |
[synthesized netlist by cell type, types with 2 or more instances]
library cell   n
nor3b_1       10
or4_1         18
and3_1         3
and4_1         2
nor2b_1        2
nand4_1       10
nand2_1       14
nand4b_1       2
nand3_1       11
o31ai_1       12
or3_1          9
inv_1          7
nor2_1        29
ha_1           2
buf_4          8
o21ai_0        8
a21oi_1       19
clkbuf_1      12
xnor2_1        6
dfxtp_1       45
nor4_1         5
nor3_1        12
a221oi_2       9
xor2_1         5
nand3b_1       8
buf_2          4
[registers in the layout (all words and copies together), names as in the netlist]
| name | flops |
|---|---|
| clock_counts | 32 |
| data | 10 |
| state | 3 |
[worst paths after layout]
check	start	end	slack [ns]
setup / recovery	rst	data[8]	3.45
hold / removal	state[0]	state[2]	0.45
setup reg to reg	clock_counts[0]	data[2]	3.79
hold reg to reg	state[0]	state[2]	0.45
[critical path, delay by kind of cell]
family | cells | cell delay (ns)
and+or+nand+nor | 3 | 0.98
AOI/OAI and AO/OA | 1 | 0.05
buffers and inverters | 1 | 0.85
[metrics by stage]
| step | power (uW) | util (%) | cell area, um2 |
|---|---|---|---|
| floorplan | 298 | - | 2410 |
| global placement | 303 | 32.5 | 2530 |
| detailed placement | 303 | 32.5 | 2530 |
| CTS | 520 | 34.0 | 2640 |
| global route | 531 | 34.0 | 2640 |
| finish | 511 | 34.0 | 2640 |
[cells by family after synthesis]
logic type | count (synthesis) | share of synthesized area [%]
flops | 45 | 37.3
xor+xnor | 11 | 3.99
buf+inv | 33 | 6.95
mux | 1 | 0.415
compound gates | 54 | 17.2
simple gates | 139 | 33.1
fa+ha+maj | 2 | 1.04
Power and IR drop assume default switching activity.
