$ cat /design/flow/config.mk
export PLATFORM = sky130hd
export DESIGN_NAME = transmitter_native
export DESIGN_NICKNAME = transmitter_native
export VERILOG_FILES = /design/flow/design.v
export SDC_FILE = /design/flow/constraint.sdc
export NUM_CORES = 4
export LEC_CHECK = 1
export CORE_AREA = 10 10 113 113
export DIE_AREA = 0 0 123 123
$ cat /design/flow/constraint.sdc
current_design transmitter_native

set clk_period 4.1
set clk_io_pct 0.2

create_clock -name clk0 -period $clk_period [get_ports {clk}]

set non_clock_inputs [all_inputs -no_clocks]
set_input_delay [expr $clk_period * $clk_io_pct] -clock clk0 $non_clock_inputs
set_output_delay [expr $clk_period * $clk_io_pct] -clock clk0 [all_outputs]
$ cat /design/flow/design.v
module transmitter_native #(
  parameter [31:0] CLOCK_FREQUENCY = 32'd100_000_000,
  parameter [31:0] BAUD_RATE       = 32'd115200,
  parameter [31:0] WORD_WIDTH      = 32'd8
) (
  input                  clk,
  input                  rst,
  input [WORD_WIDTH-1:0] din,
  input                  empty,
  output                 re,
  output                 dout
);
  localparam [31:0] CLOCKS_PER_BIT = CLOCK_FREQUENCY / BAUD_RATE;
  typedef enum logic [1:0] {
    STATE_WAIT               = 2'h0,
    STATE_ASSERT_READ_ENABLE = 2'h1,
    STATE_READ_WORD          = 2'h2,
    STATE_TRANSMIT_BITS      = 2'h3
  } state_t;
  state_t                state;
  logic [WORD_WIDTH+1:0] data;
  logic [31:0]           clock_counts;
  logic                  full_clock_counts;
  assign re = (state == STATE_ASSERT_READ_ENABLE);
  assign dout = (state == STATE_TRANSMIT_BITS) ? data[0] : 1'b1;
  always_ff@(posedge clk)
  if (rst)
    state <= STATE_WAIT;
  else
    case (state)
      STATE_WAIT:               state <= (~empty) ? STATE_ASSERT_READ_ENABLE : state;
      STATE_ASSERT_READ_ENABLE: state <= STATE_READ_WORD;
      STATE_READ_WORD:          state <= STATE_TRANSMIT_BITS;
      STATE_TRANSMIT_BITS:      state <= (full_clock_counts && (data == {{WORD_WIDTH{1'b0}}, 1'b1})) ? STATE_WAIT : state;
    endcase
  always_ff@(posedge clk)
  if (rst)
    data <= {WORD_WIDTH+1{1'b1}};
  else
    case (state)
      STATE_READ_WORD:     data <= {1'b1, din, 1'b0};
      STATE_TRANSMIT_BITS: data <= full_clock_counts ? {1'b0, data[WORD_WIDTH+1:1]} : data;
      default:             data <= {WORD_WIDTH+1{1'b1}};
    endcase
  always_ff@(posedge clk)
  if (rst)
    clock_counts <= 32'h0;
  else
    case (state)
      STATE_TRANSMIT_BITS: clock_counts <= full_clock_counts ? 32'h0 : clock_counts + 32'h1;
      default:             clock_counts <= 32'h0;
    endcase
  assign full_clock_counts = (clock_counts == (CLOCKS_PER_BIT - 1));
endmodule
$ cat /design/flow/run.sh
#!/bin/bash
# OpenROAD 26Q1-2900-gdf79404cd8, Yosys 0.63+post, stock flow scripts
make -C /OpenROAD-flow-scripts/flow DESIGN_CONFIG=/design/flow/config.mk WORK_HOME=/design/flow/orfs finish
==> run_summary.xml <==
<?xml version="1.0" encoding="UTF-8"?>
<metrics>
  <group name="power_and_ir_drop">
    <metric name="power.share.sequential" unit="%">55.7</metric>
    <metric name="design_power_total" unit="uW">826</metric>
    <metric name="power.density_cell_area" unit="nW/um2">327</metric>
    <metric name="peakVddDrop" unit="uV">210</metric>
    <metric name="p_switching" unit="uW">176</metric>
    <metric name="power_report.internal_total" unit="uW">650</metric>
    <metric name="clockPowerShare" unit="%">40.4</metric>
    <metric name="p_comb_share" unit="%">3.8</metric>
    <metric name="leakage" unit="uW">0.000711</metric>
    <metric name="power_switching_share" unit="%">21.3</metric>
  </group>
  <group name="grt">
    <metric name="largest_net_degree_at_the_start_of_global_routing" unit="">30</metric>
    <metric name="antenna_violations_before_repair" unit="">0</metric>
    <metric name="global_route_wire_length_before_repair" unit="um">7670</metric>
    <metric name="gr-usage-all-layers" unit="%">5.94</metric>
    <metric name="grt_pass1_vias" unit="">1576</metric>
    <metric name="grt-ovfl-total" unit="">0</metric>
  </group>
  <group name="yosys">
    <metric name="synth_dominant_cell_count" unit="">sky130_fd_sc_hd__dfxtp_1</metric>
    <metric name="top_cells_by_count" unit="">sky130_fd_sc_hd__dfxtp_1, sky130_fd_sc_hd__nor2_1, sky130_fd_sc_hd__nand3_1, sky130_fd_sc_hd__a21oi_1, sky130_fd_sc_hd__nand2_1</metric>
    <metric name="synth_stat.cells" unit="">244</metric>
    <metric name="yosys.area.top_type_share" unit="%">42.2</metric>
    <metric name="postSynthAreaPerCell" unit="um2">8.94</metric>
    <metric name="ys_types" unit="">41</metric>
    <metric name="synth-async-reset-ratio" unit="%">0</metric>
    <metric name="synth.ff_latch_count" unit="">46</metric>
    <metric name="synth_area" unit="um2">2180</metric>
    <metric name="yosys-top-cells-area" unit="">sky130_fd_sc_hd__dfxtp_1, sky130_fd_sc_hd__mux2i_1, sky130_fd_sc_hd__nor2_1, sky130_fd_sc_hd__a221oi_1, sky130_fd_sc_hd__xor2_1</metric>
    <metric name="ys.warnings.count" unit="">1</metric>
    <metric name="synth_chip_area" unit="um2">2180</metric>
    <metric name="synth-edff-count" unit="">0</metric>
    <metric name="synthesis.instances" unit="">244</metric>
    <metric name="seq_area_frac_synth" unit="%">42.2</metric>
    <metric name="synth-main-ff-cell" unit="">sky130_fd_sc_hd__dfxtp_1</metric>
    <metric name="post-synth-top-area-cell" unit="">sky130_fd_sc_hd__dfxtp_1</metric>
  </group>
  <group name="worst_setup_path">
    <metric name="timing.critical_path.slowest_stage_cell" unit="">sky130_fd_sc_hd__clkdlybuf4s50_1</metric>
    <metric name="worst-path-max-fanout" unit="">15</metric>
    <metric name="critical_path.endpoint_type" unit="">flip-flop</metric>
    <metric name="regToRegEndpoint" unit="">clock_counts[30]</metric>
    <metric name="critical_path.cell_chain" unit="">clkdlybuf4s50_1 &gt; clkinv_1 &gt; o21ai_1 &gt; a221oi_1 &gt; mux2i_1</metric>
    <metric name="timing.critical_path.max_delay_family" unit="">buffers and inverters</metric>
    <metric name="reg2reg_depth" unit="">5</metric>
    <metric name="regToRegStartpoint" unit="">clock_counts[0]</metric>
    <metric name="critical_path_arrival" unit="ns">2.69</metric>
    <metric name="rrSetupSlack" unit="ns">1.81</metric>
    <metric name="cp_data_required_time" unit="ns">4.33</metric>
    <metric name="critPathMaxStageDelay" unit="ns">0.80</metric>
    <metric name="worstSetupStartpointType" unit="">input port</metric>
    <metric name="path_type_of_the_worst_setup_path" unit="">input port to flip-flop</metric>
    <metric name="cp_num_buf_inv" unit="">2</metric>
  </group>
  <group name="die">
    <metric name="boundaryPins" unit="">13</metric>
    <metric name="floorplan.core_util" unit="%">21.1</metric>
    <metric name="die-height" unit="um">123</metric>
    <metric name="fp-row-count" unit="">37</metric>
    <metric name="chipArea" unit="um2">15100</metric>
    <metric name="core" unit="um2">10300</metric>
    <metric name="floorplan.die.width" unit="um">123</metric>
  </group>
  <group name="final_layout">
    <metric name="filler_cell_count" unit="">1062</metric>
    <metric name="syn2layout_area_growth" unit="%">15.9</metric>
    <metric name="drive_above_1_share" unit="%">6.35</metric>
    <metric name="fin_cells" unit="">388</metric>
  </group>
  <group name="cts">
    <metric name="post-cts-setup-buffers" unit="">0</metric>
    <metric name="h-tree-depth" unit="">2</metric>
    <metric name="cts-hold-fix-buffers" unit="">0</metric>
    <metric name="cts-root-buf" unit="">sky130_fd_sc_hd__clkbuf_8</metric>
    <metric name="clock_latency" unit="ns">0.30</metric>
    <metric name="cts_resized" unit="">0</metric>
    <metric name="cts.sinks" unit="">46</metric>
    <metric name="clk_pin_slew" unit="ns">0.08</metric>
    <metric name="tritoncts_clock_tree" unit="">yes</metric>
    <metric name="cts-buffers-inserted" unit="">5</metric>
    <metric name="cts_buffer_depth" unit="">2</metric>
  </group>
  <group name="min_path">
    <metric name="hold_path_depth" unit="">1</metric>
    <metric name="hold_end" unit="">state[1]</metric>
    <metric name="min-delay-start" unit="">state[2]</metric>
    <metric name="hold_path.class" unit="">flip-flop to flip-flop</metric>
  </group>
  <group name="sta">
    <metric name="slew_viol_final" unit="">0</metric>
    <metric name="worstMarginPinSlew" unit="ns">0.637</metric>
    <metric name="timing.final.crit_period" unit="ns">2.46</metric>
    <metric name="fin_setup_tns" unit="ns">0</metric>
    <metric name="setup_repair_after_global_routing_missed_its_margin" unit="">false</metric>
    <metric name="timing.final.hold_violations" unit="">0</metric>
    <metric name="fmax" unit="MHz">406</metric>
    <metric name="setup-violations-final" unit="">0</metric>
    <metric name="worst_slew_margin_rel" unit="%">57.5</metric>
    <metric name="clock-skew-final" unit="ns">0.00752</metric>
    <metric name="finalHoldWorstSlack" unit="ns">0.474</metric>
    <metric name="part_of_the_cycle_the_worst_path_needs" unit="%">60.1</metric>
  </group>
  <group name="route">
    <metric name="drt_pass1_iterations" unit="">4</metric>
    <metric name="antenna_cells" unit="">0</metric>
    <metric name="detail_route.iter0.violations" unit="">82</metric>
    <metric name="tally_of_nets_with_antenna_violations_remaining_after_routing" unit="">0</metric>
    <metric name="finalWirelength" unit="um">4530</metric>
    <metric name="vias_per_cell" unit="">4.70</metric>
    <metric name="drt-wirelength-per-cell" unit="um">11.7</metric>
    <metric name="drc" unit="">0</metric>
    <metric name="vias_post_dr" unit="">1825</metric>
  </group>
  <group name="place">
    <metric name="place_congestion" unit="">0.819</metric>
    <metric name="detailedPlacementHpwl" unit="um">3010</metric>
    <metric name="placed_cells_incl_taps" unit="">380</metric>
    <metric name="port_buffers" unit="">12</metric>
  </group>
  <group name="job">
    <metric name="max_cap_violations" unit="">0</metric>
    <metric name="warnings" unit="">25</metric>
  </group>
  <group name="outcome">
    <metric name="status" unit="">complete, no violations</metric>
  </group>
</metrics>
-- flip-flops by register name, summed over array words and instances (netlist names) --
| signal | flops |
|---|---|
| clock_counts | 32 |
| data | 10 |
| state | 4 |
-- metrics by stage --
stage / util [%] / setup slack, ns / area (um2)
2_1_floorplan: - / 2.29 / 2180
3_3_place_gp: 23.4 / 1.34 / 2420
3_5_place_dp: 23.4 / 1.32 / 2420
4_1_cts: 24.5 / 1.63 / 2530
5_1_grt: 24.5 / 1.38 / 2530
6_report: 24.5 / 1.64 / 2530
-- metal layers --
layer | up-vias | GRT usage [%] | share of wire, % | wire (um)
li1 | 941 | - | - | -
met5 | - | 0 | 0 | 0
met3 | 5 | 1.16 | 3.4 | 154
met4 | 0 | 1.09 | 2.0 | 90
met1 | 854 | 8.58 | 50 | 2240
met2 | 25 | 9.17 | 45 | 2040
-- power by group through the flow --
stage	registers [uW]	clock network (uW)	logic [uW]
after global routing	462	361	35.0
after CTS	461	346	32.1
final	461	334	31.5
-- worst max-delay path by stage --
stage,startpoint,end,slack [ns],cells past startpoint
5_1_grt,rst,data[5],1.38,5
4_1_cts,rst,data[4],1.63,5
6_report,rst,data[4],1.64,5
-- logic make-up (layout without fill, tap and decap cells) --
family	count (synthesis)	after routing	share of synthesized area, %
adder cells (fa/ha/maj)	1	1	0.573
flip-flops	46	46	42.2
AND/OR/NAND/NOR	111	111	29.5
buffers and inverters	16	24	3.27
XOR/XNOR	14	14	5.62
multiplexers	11	11	5.05
AND-OR/OR-AND	45	45	13.8
-- area by class of cell --
type | instances | area, um2 | share of cell area (%)
Sequential cell | 46 | 921 | 36.4
Clock buffer | 5 | 68.8 | 2.72
Tap cell | 136 | 170 | 6.73
Timing Repair Buffer | 13 | 128 | 5.05
Inverter | 3 | 11.3 | 0.445
Multi-Input combinational cell | 182 | 1190 | 47.1
Clock inverter | 3 | 40.0 | 1.58
-- cell usage in the layout (no fill, tap or decap), types with 2 or more instances in the layout --
cell type,count
sky130_fd_sc_hd__or4_1,7
sky130_fd_sc_hd__nand4_1,10
sky130_fd_sc_hd__xor2_1,8
sky130_fd_sc_hd__xnor2_1,6
sky130_fd_sc_hd__nor3_1,2
sky130_fd_sc_hd__o31ai_1,9
sky130_fd_sc_hd__and3_1,6
sky130_fd_sc_hd__nor3b_1,3
sky130_fd_sc_hd__o21ai_1,2
sky130_fd_sc_hd__a21oi_1,12
sky130_fd_sc_hd__nor4b_1,2
sky130_fd_sc_hd__clkdlybuf4s50_1,12
sky130_fd_sc_hd__nand3_1,13
sky130_fd_sc_hd__inv_1,2
sky130_fd_sc_hd__and4_1,5
sky130_fd_sc_hd__nor2_1,25
sky130_fd_sc_hd__dfxtp_1,46
sky130_fd_sc_hd__or3_1,5
sky130_fd_sc_hd__nor4_1,11
sky130_fd_sc_hd__a21oi_2,2
sky130_fd_sc_hd__nand3b_1,2
sky130_fd_sc_hd__a221oi_1,8
sky130_fd_sc_hd__clkinv_2,2
sky130_fd_sc_hd__mux2i_1,11
sky130_fd_sc_hd__clkbuf_8,5
sky130_fd_sc_hd__o21ai_0,8
sky130_fd_sc_hd__nand2_1,12
sky130_fd_sc_hd__or4_4,2
Power figures rest on the tool's default switching activity, not on a simulated workload.
