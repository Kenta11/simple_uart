### flow/run.sh
#!/bin/bash
# OpenROAD 26Q1-2900-gdf79404cd8, Yosys 0.63+post, stock flow scripts
make -C /OpenROAD-flow-scripts/flow DESIGN_CONFIG=/design/flow/config.mk WORK_HOME=/design/flow/orfs finish
### flow/config.mk
export PLATFORM = sky130hd
export DESIGN_NAME = receiver_native
export DESIGN_NICKNAME = receiver_native
export VERILOG_FILES = /design/flow/design.v
export SDC_FILE = /design/flow/constraint.sdc
export NUM_CORES = 4
export LEC_CHECK = 1
export CORE_AREA = 10 10 113 113
export DIE_AREA = 0 0 123 123
### flow/constraint.sdc
current_design receiver_native

set clk_period 3.9
set clk_io_pct 0.2

create_clock -name clk0 -period $clk_period [get_ports {clk}]

set non_clock_inputs [all_inputs -no_clocks]
set_input_delay [expr $clk_period * $clk_io_pct] -clock clk0 $non_clock_inputs
set_output_delay [expr $clk_period * $clk_io_pct] -clock clk0 [all_outputs]
### flow/design.v
module receiver_native #(
  parameter [31:0] CLOCK_FREQUENCY = 32'd100_000_000,
  parameter [31:0] BAUD_RATE       = 32'd115200,
  parameter [31:0] WORD_WIDTH      = 32'd8
) (
  input                   clk,
  input                   rst,
  input                   din,
  output [WORD_WIDTH-1:0] dout,
  input                   full,
  output                  we
);
  localparam [31:0] CLOCKS_PER_BIT = CLOCK_FREQUENCY / BAUD_RATE;
  typedef enum logic [1:0] {
    STATE_WAIT         = 2'h0,
    STATE_RECEIVE_BITS = 2'h1,
    STATE_WRITE_WORD   = 2'h2
  } state_t;
  state_t                state;
  logic [WORD_WIDTH+1:0] data;
  logic [31:0]           clock_counts;
  logic                  half_clock_counts;
  logic                  full_clock_counts;
  assign dout = data[WORD_WIDTH:1];
  assign we = (state == STATE_WRITE_WORD);
  always_ff@(posedge clk)
  if (rst)
    state <= STATE_WAIT;
  else
    case (state)
      STATE_WAIT:         state <= (~din) ? STATE_RECEIVE_BITS : state;
      STATE_RECEIVE_BITS:
        if (full_clock_counts) begin
          if (~data[0])
            state <= (data[WORD_WIDTH+1] && (~full)) ? STATE_WRITE_WORD : STATE_WAIT;
          else
            state <= (data == {{WORD_WIDTH+2}{1'b1}}) ? STATE_WAIT : state;
        end
        else
          state <= state;
      STATE_WRITE_WORD:   state <= STATE_WAIT;
      default:            state <= state;
    endcase
  always_ff@(posedge clk)
  if (rst)
    data <= {{WORD_WIDTH+2}{1'b1}};
  else
    case (state)
      STATE_RECEIVE_BITS: data <= half_clock_counts ? {din, data[WORD_WIDTH+1:1]} : data;
      STATE_WRITE_WORD:   data <= data;
      default:            data <= {{WORD_WIDTH+2}{1'b1}};
    endcase
  always_ff@(posedge clk)
  if (rst)
    clock_counts <= 32'h0;
  else
    case (state)
      STATE_RECEIVE_BITS: clock_counts <= full_clock_counts ? 32'h0 : clock_counts + 32'h1;
      default:            clock_counts <= 32'h0;
    endcase
  assign half_clock_counts = (clock_counts == (CLOCKS_PER_BIT / 2));
  assign full_clock_counts = (clock_counts == (CLOCKS_PER_BIT - 1));
endmodule
==> out/metrics.yaml <==
clock_path_buffers: 2
drive_gt1_share_pct: 5.283
worst_slew_pin_slew_ns: 0.7175
route.antenna.remaining_nets: 0
pre_cts_ws_ns: 1.690
rsz0062_at_grt: "false"
r2r_slack_ns: 1.66
coreArea_mm2: 0.01032
portBuffers: 12
final_cell_count_no_fill: 401
worst_ep_required_time_ns: 4.13
r2r_cells: 4
vias: 1985
cp-end-kind: "flop"
groute.usage.overall_pct: 6.912
synth-edff-count: 0
p_leak_nw: 0.7226
cts-root-buf: "clkbuf_8"
p_total_w: 0.0008291
place.gp.congestion: 0.8680
dp_hpwl_mm: 3.477
yosysWarningCount: 1
nFillCells: 1103
min_period_over_period_pct: 57.37
setup_ws_ns: 1.663
slew_violations: 0
top_cells_by_area: "dfxtp_1 40%, o31ai_1 6.0%, or4_1 5.7%"
crit_chain: "and2_1 -> nand3_1 -> or4_1 -> a21oi_1"
min_path_type: "flop to flop"
row_count: 37
dp_cells: 394
worst-path-max-fanout: 18
synth_seq_share_pct: 40.02
ys_types: 36
grt_pass1_wl_mm: 8.956
cts_setup_buffers: 0
antenna_found_initial: 0
crit_arrival_ns: 2.47
final.min_clock_period_ns: 2.237
slew_headroom_pct: 52.03
gr-usage-met2_pct: 10.37
path_class: "flop to flop"
io_pins: 13
grt_pass1_vias: 1827
p_per_area_mw_per_mm2: 325.9
netlist_instances: 266
final-setup-viol-count: 0
cts_resized: 0
drt-total-wl_mm: 5.030
cts-htree-levels: 2
r2r_end: "clock_counts[23]"
cts_tree: "built"
async_reset_ff_share_pct: 0
cpPeakStageDelay_ns: 0.69
ff_type: "dfxtp_1"
chipHeight_um: 123
status: "finished clean"
grt_max_degree: 32
start_kind: "flop"
drt-vias-per-instance: 4.950
insertion_delay_ns: 0.30
cts_inserted_buffers: 5
clkSlewWorstSetupHoldPaths_ns: 0.09
endpoint: "clock_counts[23]"
fmaxAchievable_ghz: 0.4469
drt_first_pass_iters: 4
combPwrFrac_pct: 3.0
tns_ns: 0
grt-ovfl-total: 0
cp.buffers_inverters: 0
critPathLaunch: "clock_counts[4]"
chip_area_mm2: 0.01513
area_delta_synth_final_pct: 13.01
yosysMostFrequentCell: "dfxtp_1"
worst-path-stages: 4
hold_viol: 0
yosysCellCount: 266
warnings: 26
slowest_stage: "or4_1"
drt_iter0_markers: 140
avgRoutedWirePerCell_um: 12.54
top_cell_area_share_pct: 40.02
power.share.clock_pct: 41.0
crit_family: "simple AND/OR/NAND/NOR gates"
p_sw_share_pct: 20.81
cts_hold_buf: 0
grt.busiest_layer: "met1"
num_antenna_cells: 0
yosys-stat-area_mm2: 0.002251
skew_ns: 0.01433
cts.sinks: 45
pwr-share-seq_pct: 56.0
met1_usage_pct: 10.48
post-route-util_pct: 24.64
common_cells: "45 x dfxtp_1, 18 x a21oi_1, 18 x o22ai_1, 18 x o31ai_1"
syn_area_mm2: 0.002251
synth_flop_count: 45
gr-usage-met3_pct: 1.341
die_x_um: 123
core_util_floorplan_pct: 21.80
route.detailed.drc: 0
cap_violations: 0
yosysTopAreaCell: "dfxtp_1"
netSwitchingPower_w: 0.0001725
rr_startpoint: "clock_counts[4]"
vdd_drop_max_v: 0.0001937
p_int_w: 0.0006566
syn_area_per_cell_um2: 8.462
==> routing by layer <==
| layer | vias to the layer above | routed length, µm |
|---|---|---|
| li1 | 1019 | - |
| met1 | 928 | 2551 |
| met2 | 36 | 2232 |
| met3 | 2 | 225 |
| met4 | 0 | 21 |
| met5 | - | 0 |
==> through the flow <==
stage	instance area [µm²]	hold slack, ns
after floorplan	2251	0.4254
after CTS	2544	0.4746
after global placement	2440	0.4517
after detailed placement	2440	0.4572
final	2544	0.4704
after global routing	2544	0.5199
==> layout make-up <==
cell class,instances,area [µm²],share of cell area (%)
timing repair buffer,13,127.6,5.017
clock inverter,2,35.03,1.377
multi-input combinational,193,1215,47.76
clock buffer,5,68.82,2.705
inverter,7,26.28,1.033
tap,136,170.2,6.690
sequential,45,900.9,35.42
==> power by group through the flow <==
stage         combinational (W)  sequential [W]  clock, W
finish                0.0000250        0.000464  0.000340
global route          0.0000282        0.000465  0.000372
CTS                   0.0000253        0.000464  0.000348
==> registers in the layout, summed over array words and instances, names as in the netlist <==
signal	flops
clock_counts	32
state	3
data	10
==> worst min path at each step <==
stage	from	endpoint	slack [ns]	depth (start not counted)
global route	state[0]	state[2]	0.52	2
finish	state[0]	state[2]	0.47	2
CTS	state[0]	state[2]	0.47	2
==> tightest hold or removal path, delay by kind of cell (launching register included) <==
| family | cells | cell delay (ns) |
|---|---|---|
| DFF | 1 | 0.34 |
| and+or+nand+nor | 1 | 0.05 |
| AOI/OAI and AO/OA | 1 | 0.05 |
==> cells in the final DEF, fill, tap and decap left out, drive strengths merged <==
| master | instances |
|---|---|
| dfxtp | 45 |
| o31ai | 18 |
| o22ai | 18 |
| a21oi | 18 |
| nor2 | 17 |
| or4 | 17 |
| nand2 | 16 |
| nand3 | 12 |
| clkdlybuf4s50 | 12 |
| nand4 | 11 |
| o211ai | 10 |
| nor4 | 7 |
| xor2 | 6 |
| and4 | 6 |
| inv | 5 |
| xnor2 | 5 |
| and3 | 5 |
| clkbuf | 5 |
| o21ai | 5 |
| nor3b | 3 |
| or3 | 3 |
| clkinv | 3 |
| or2 | 2 |
| nor3 | 2 |
| nor2b | 2 |
| and2 | 2 |
| ha | 2 |
| nand2b | 1 |
| or3b | 1 |
| a211oi | 1 |
| nor4bb | 1 |
| o211a | 1 |
| mux2i | 1 |
| bufinv | 1 |
| buf | 1 |
==> cells by family (layout without fill, tap and decap cells) <==
| logic type | Yosys count | count (layout) | share of synthesized area (%) |
|---|---|---|---|
| and+or+nand+nor | 108 | 108 | 27.74 |
| xor gates and xnor gates | 11 | 11 | 4.280 |
| adders and majority gates | 2 | 2 | 1.112 |
| DFF | 45 | 45 | 40.02 |
| buffers and inverters | 28 | 27 | 6.170 |
| muxes | 1 | 1 | 0.4447 |
| AOI/OAI and AO/OA | 71 | 71 | 20.23 |
Power figures rest on the tool's default switching activity, not on a simulated workload.
